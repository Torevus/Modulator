$ cat flow/design.v
`timescale 1ns / 1ps
module Counter(                      
    input Counter_Clock,             
    input Counter_Reset,             
    output [7:0] Counter_Data        
    );
reg [7:0] Count;                     
always @(posedge Counter_Clock)      
begin                                
  if(Counter_Reset)                  
    Count <= 8'd0;                   
  else                               
    Count <= Count + 8'd1;           
end                                  
assign Counter_Data = Count;         
endmodule
`timescale 1ns / 1ps
module Modulator_PWM( 				     
    input [1:0] PWM_Width,         
    input Clock,                   
	  input Reset,                   
    output PWM_Low,                
    output PWM_High                
    );
wire [7:0] Register_Input;         
wire [7:0] Counter_Input;          
reg PWM;                           
Counter L1 (                       
    .Counter_Clock(Clock),         
    .Counter_Reset(Reset), 		
    .Counter_Data(Counter_Input)
    );
Register R1 (                      
    .PWM_Width(PWM_Width), 
    .Register_Reset(Reset), 
    .Register_Data(Register_Input)
    );
always @(Register_Input, Counter_Input)  
begin                                    
  if (Counter_Input < Register_Input)    
    PWM <= 1;                            
  else					
    PWM <= 0;												     
end                                      
assign PWM_Low = ~PWM;                   
assign PWM_High = PWM;                   
endmodule
`timescale 1ns / 1ps
module Register(                 
    input [1:0] PWM_Width,       
    input Register_Reset,        
    output [7:0] Register_Data   
    );
integer Data_Out;                
always @(PWM_Width, Register_Reset)  
begin                            
  if (Register_Reset)            
    Data_Out = 51;               
  else                           
    case (PWM_Width)             
      2'b00	: Data_Out = 51;   
      2'b01   	: Data_Out = 102;  
      2'b10	: Data_Out = 153;  
      2'b11	: Data_Out = 204;  
    endcase                      
end                              
assign Register_Data = Data_Out;  
endmodule
$ cat flow/run.sh
#!/bin/bash
# OpenROAD 26Q1-2900-gdf79404cd8, Yosys 0.63+post, stock flow scripts
make -C /OpenROAD-flow-scripts/flow DESIGN_CONFIG=/design/flow/config.mk WORK_HOME=/design/flow/orfs finish
$ cat flow/config.mk
export PLATFORM = sky130hd
export DESIGN_NAME = Modulator_PWM
export DESIGN_NICKNAME = Modulator_PWM
export VERILOG_FILES = /design/flow/design.v
export SDC_FILE = /design/flow/constraint.sdc
export NUM_CORES = 4
export LEC_CHECK = 1
export CORE_AREA = 10 10 70 70
export DIE_AREA = 0 0 80 80
$ cat flow/constraint.sdc
current_design Modulator_PWM

set clk_period 3.3
set clk_io_pct 0.2

create_clock -name clk0 -period $clk_period [get_ports {Clock}]

set non_clock_inputs [all_inputs -no_clocks]
set_input_delay [expr $clk_period * $clk_io_pct] -clock clk0 $non_clock_inputs
set_output_delay [expr $clk_period * $clk_io_pct] -clock clk0 [all_outputs]
==> impl_metrics.tcl <==
# place-and-route summary
set metrics [dict create \
    detailroute.via_count 386 \
    cp_data_required_time_ns 2.64 \
    post-place-cells 105 \
    ys_warn_count 3 \
    number_of_cells_on_the_critical_path 9 \
    synth_cells 51 \
    final.hold.worst_slack_ns 0.514 \
    floorplan.io_pins 6 \
    top_cells_by_count_synth "8 x dfxtp_1, 8 x ha_1, 6 x nor2_1" \
    yosysCellCount 51 \
    port_buffers 5 \
    p_leak_nw 0.306 \
    timing.hold.worst.start "L1.Count[0]" \
    warnings 25 \
    synthArstFlopShare_pct 0 \
    min_to "L1.Count[0]" \
    post_dp_cell_area_sq_um 628 \
    finClkSkew_ns 0.00133 \
    post-synth-top-area-fraction_pct 31.9 \
    largest_regs "L1.Count (8)" \
    drt_wl_total_um 948 \
    grt_pass1_vias 360 \
    worst_path_dominant_cell_family "buffers and inverters" \
    synthDistinctLibCells 23 \
    cts_made_buffers 3 \
    yosys-top-cells-area "dfxtp_1 32%, ha_1 20%, xnor2_1 5.2%" \
    ff2ff_setup_slack_ns 2.04 \
    largest_net_degree_at_the_start_of_global_routing 7 \
    layout_worst_path_cycle_share_pct 95.8 \
    criticalPathCategory "in -> out" \
    relSlewSlack_pct 84.8 \
    result_of_the_run "finished, final reports clean" \
    grt_antenna_before_repair 0 \
    drt_iter0_drc 5 \
    worstSkewPairLatency_ns 0.25 \
    edf_count 0 \
    timing.critical_path.arrival_ns 2.50 \
    vias_per_cell 3.57 \
    timing.reg2reg.worst_path_depth 5 \
    largest_register_ffs 8 \
    tns_ns 0 \
    cts_htree_levels 1 \
    num_rows 21 \
    finalNonFillerCells 108 \
    grt_pass1_wl_um 1640 \
    layout.core_utilization_pct 19.9 \
    cp_cell_sequence "clkdlybuf4s50_1 -> nor2b_4 -> inv_2 -> ha_1 -> o211a_1 -> o31ai_4 -> a21oi_2 -> nor3_1 -> clkdlybuf4s50_1" \
    postSynth.topFlopCell "dfxtp_1" \
    timing.critical_path.fanout_max 2 \
    ant_nets 0 \
    post_synth_instance_area_sq_um 502 \
    slowest_delay_ns 0.49 \
    cts_buffer_depth 2 \
    critPathBufInv 3 \
    timing.fmax_mhz 316 \
    cp-end-kind "output port" \
    die_w_um 80 \
    path_clk_slew_ns 0.05 \
    power-per-cell-area_nw_per_um2 308 \
    drcViolationCount 0 \
    timing_hold_violations_final 0 \
    synth_area_per_cell_sq_um 9.84 \
    postSynthSeqShare_pct 31.9 \
    per_cell_routed_wire_length_um 8.78 \
    place_congestion 0.760 \
    cts_tree "yes" \
    chip_area_sq_um 6400 \
    cp_common_cell "clkdlybuf4s50_1" \
    global_route.usage.total_pct 3.15 \
    synth_flops 8 \
    post-cts-setup-buffer-count 0 \
    globalRouteOverflowTotal 0 \
    layout_min_cycle_time_ns 3.16 \
    transition_time_at_the_pin_with_the_least_slew_margin_ns 0.228 \
    nFillCells 383 \
    core-area_sq_um 3420 \
    grt_setup_unrepaired "no" \
    area_growth_syn_to_layout_pct 35.2 \
    maxSlewViolCount 0 \
    starting_density_of_the_core_pct 14.7 \
    irDropWorstVdd_v 0.000173 \
    dr.pass1.iters 2 \
    worst_r2r_startpoint "L1.Count[0]" \
    critPathSlowestCell "clkdlybuf4s50_1" \
    timing.hold.worst.class "reg -> reg" \
    crit_path_start_kind "input pin" \
    crit-reg2reg-capture "L1.Count[6]" \
    synth-area-yosys_sq_um 502 \
    setup_viol_count_final 0 \
    place.detailed.hpwl_um 789 \
    max_cap_viol_count 0 \
    largest_register "L1.Count" \
    synth_area_leader_cell "dfxtp_1" \
    post-route-cell-area_sq_um 678 \
    dieHeight_um 80 \
    clock_sink_count 8 \
    drive_above_1_share_pct 22.6 \
    clock_root_buffer "clkbuf_4" \
    timing.hold.worst_path_depth 1 \
    diodes 0 \
]
[cell usage in the layout, fill, tap and decap left out, types with 2 or more instances in the layout]
master	n
buf_4	3
dlygate4sd2_1	2
nand4_1	2
clkbuf_4	3
nor2b_1	2
xor2_1	3
ha_1	7
xnor2_1	3
dfxtp_1	8
nand3_1	3
clkdlybuf4s50_1	2
a21oi_2	2
nor2_1	6
[worst reg2reg max path: cells and delay by family, from the launching register on]
| kind | cells | cell delay [ns] |
|---|---|---|
| flops | 1 | 0.44 |
| fa+ha+maj | 1 | 0.22 |
| xor+xnor | 1 | 0.14 |
| simple gates | 3 | 0.35 |
[metal layers]
layer  track usage, %  up-vias  part of all wire, %  routed length (um)
met5                0        -                    0                   0
met4            0.176        0                    0                   0
met3             2.16        0                  9.5                  90
met2             3.77        8                   36                 342
met1             4.61      176                   54                 515
li1                 -      202                    -                   -
[layout make-up]
| type | instances | area (sq um) | area share [%] |
|---|---|---|---|
| sequential | 8 | 160 | 23.6 |
| inverter | 2 | 7.51 | 1.11 |
| tap | 46 | 57.6 | 8.49 |
| multi-input combinational | 40 | 347 | 51.1 |
| timing repair buffer | 9 | 83.8 | 12.4 |
| clock buffer | 3 | 22.5 | 3.32 |
[metrics by stage]
step / setup WS, ns / power [mW]
3_5_place_dp: -0.144 / 0.136
6_report: 0.140 / 0.209
4_1_cts: 0.0104 / 0.212
2_1_floorplan: 0.780 / 0.125
5_1_grt: 0.0156 / 0.224
3_3_place_gp: -0.138 / 0.135
[how the worst max path moves through the flow]
stage | startpoint | end | slack [ns]
CTS | PWM_Width[0] | PWM_Low | 0.01
global route | PWM_Width[0] | PWM_High | 0.02
finish | PWM_Width[0] | PWM_High | 0.14
[power by group]
group	switching, mW	internal [mW]
combinational	0.0139	0.0176
sequential	0.00411	0.0999
clock	0.0315	0.0415
total	0.0495	0.159
[kinds of logic after synthesis]
logic type,after synthesis,synth area share (%)
simple gates,20,22.4
fa+ha+maj,8,20.0
flops,8,31.9
compound gates,6,11.5
xor+xnor,6,10.5
buf+inv,3,3.74
[repair_timing]
action | CTS | global route
endpoints found under the setup margin | 2 | 1
hold buffers | 0 | 0
pin swaps | 1 | 0
resized | 6 | 2
Power figures rest on the tool's default switching activity, not on a simulated workload.
